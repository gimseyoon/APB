==> flow/design.v <==
module mem_apb
#(parameter SIZE_IN_BYTES=1024  
, DELAY=2 )  
(
input wire PRESETn
, input wire PCLK
, input wire PSEL
, input wire [31:0] PADDR
, input wire PENABLE
, input wire PWRITE
, input wire [31:0] PWDATA
, output reg [31:0] PRDATA
, output reg PREADY
, output reg PSLVERR
);
wire [ 2:0] PPROT = 3'h0;
wire [ 3:0] PSTRB = 4'hF;
reg [7:0] mem0[0:SIZE_IN_BYTES/4];
reg [7:0] mem1[0:SIZE_IN_BYTES/4];
reg [7:0] mem2[0:SIZE_IN_BYTES/4];
reg [7:0] mem3[0:SIZE_IN_BYTES/4];
localparam A_WIDTH = $clog2(SIZE_IN_BYTES);
wire [A_WIDTH-1:2] addr = PADDR[A_WIDTH-1:2];
reg [31:0] dcnt = 'h1;  
localparam     ST_IDLE = 'h0,
                ST_DELAY = 'h1,
                ST_DONE = 'h2;
reg [1:0] state = ST_IDLE;
always @ (posedge PCLK or negedge PRESETn) begin
    if (PRESETn==1'b0) begin
         PRDATA <= ~32'h0;
         PREADY <= 1'b1;
         PSLVERR <= 1'b0;
         dcnt <= 'h1;
         state <= ST_IDLE;
    end 
    else begin
         case (state)
            ST_IDLE: begin
                 PREADY <= 1'b0;
                 if (PSEL==1'b1) begin
                      if (DELAY==0) begin
                           PREADY <= 1'b1;
                           state <= ST_DONE;
                           if (PWRITE==1'b1) begin
                                if (PSTRB[0]==1'b1) mem0[addr] <= PWDATA[ 7: 0];
                                if (PSTRB[1]==1'b1) mem1[addr] <= PWDATA[15: 8];
                                if (PSTRB[2]==1'b1) mem2[addr] <= PWDATA[23:16];
                                if (PSTRB[3]==1'b1) mem3[addr] <= PWDATA[31:24];
                           end else begin
                                PRDATA[ 7: 0] <= mem0[addr];
                                PRDATA[15: 8] <= mem1[addr];
                                PRDATA[23:16] <= mem2[addr];
                                PRDATA[31:24] <= mem3[addr];
                           end
                      end  
                      else begin
                           dcnt <= 'h1;
                           state <= ST_DELAY;
                      end
                 end
            end  
            ST_DELAY: begin
                 dcnt <= dcnt + 1;
                 if (dcnt>=DELAY) begin
                      PREADY <= 1'b1;
                      state <= ST_DONE;
                      if (PWRITE==1'b1) begin
                           if (PSTRB[0]==1'b1) mem0[addr] <= PWDATA[ 7: 0];
                           if (PSTRB[1]==1'b1) mem1[addr] <= PWDATA[15: 8];
                           if (PSTRB[2]==1'b1) mem2[addr] <= PWDATA[23:16];
                           if (PSTRB[3]==1'b1) mem3[addr] <= PWDATA[31:24];
                      end else begin
                           PRDATA[ 7: 0] <= mem0[addr];
                           PRDATA[15: 8] <= mem1[addr];
                           PRDATA[23:16] <= mem2[addr];
                           PRDATA[31:24] <= mem3[addr];
                      end
                 end
            end  
            ST_DONE: begin
                 PREADY <= 1'b1;
                 state <= ST_IDLE;
            end  
         endcase
    end  
end  
function integer clogb2;
input [31:0] value; reg [31:0] tmp, rt;
begin
     tmp = value - 1;
     for (rt=0; tmp>0; rt=rt+1) tmp=tmp>>1;
     clogb2 = rt;
end
endfunction
endmodule
==> flow/run.sh <==
#!/bin/bash
# OpenROAD 26Q1-2900-gdf79404cd8, Yosys 0.63+post, stock flow scripts
make -C /OpenROAD-flow-scripts/flow DESIGN_CONFIG=/design/flow/config.mk WORK_HOME=/design/flow/orfs finish
==> flow/config.mk <==
export PLATFORM = sky130hd
export DESIGN_NAME = mem_apb
export DESIGN_NICKNAME = mem_apb
export VERILOG_FILES = /design/flow/design.v
export SDC_FILE = /design/flow/constraint.sdc
export NUM_CORES = 4
export LEC_CHECK = 1
export CORE_UTILIZATION = 30
export SYNTH_HDL_FRONTEND = slang
export SYNTH_MEMORY_MAX_BITS = 65536
==> flow/constraint.sdc <==
current_design mem_apb

set clk_period 16.9
set clk_io_pct 0.2

create_clock -name clk0 -period $clk_period [get_ports {PCLK}]

set non_clock_inputs [all_inputs -no_clocks]
set_input_delay [expr $clk_period * $clk_io_pct] -clock clk0 $non_clock_inputs
set_output_delay [expr $clk_period * $clk_io_pct] -clock clk0 [all_outputs]
==> metrics.txt <==
# HELP chip_impl_metric Implementation results
# TYPE chip_impl_metric gauge
chip_impl_metric{name="cts_buffers",unit=""} 817
chip_impl_metric{name="grt_max_degree",unit=""} 113
chip_impl_metric{name="multiplexer_fraction_of_the_synthesized_cell_area",unit="%"} 15.0
chip_impl_metric{name="rows",unit=""} 376
chip_impl_metric{name="async_reset_ff_share",unit="%"} 0.823
chip_impl_metric{name="post_cts_hold_buffer_count",unit=""} 0
chip_impl_info{name="setup_crit_end_kind",value="register"} 1
chip_impl_metric{name="syn_area_per_cell",unit="um^2"} 22.0
chip_impl_metric{name="global_route.overflow_total",unit=""} 0
chip_impl_metric{name="post_drt_via_cell_ratio",unit=""} 5.19
chip_impl_metric{name="layout.cells.non_filler",unit=""} 30100
chip_impl_metric{name="place_ws",unit="ns"} 6.96
chip_impl_info{name="path_class",value="in -> reg"} 1
chip_impl_metric{name="synthAdderAreaFrac",unit="%"} 0.00793
chip_impl_metric{name="total_cell_area_reported_by_yosys_after_synthesis",unit="um^2"} 315000
chip_impl_metric{name="firstDrtPassIters",unit=""} 6
chip_impl_metric{name="cts_htree_levels",unit=""} 6
chip_impl_metric{name="fin_ws",unit="ns"} 7.96
chip_impl_metric{name="syn_inst",unit=""} 14300
chip_impl_metric{name="met2RoutedLength",unit="um"} 428000
chip_impl_metric{name="finalClockPeriodUsage",unit="%"} 52.9
chip_impl_metric{name="dieWidth",unit="um"} 1030
chip_impl_metric{name="cts_repair_resize_count",unit=""} 0
chip_impl_metric{name="ant_nets",unit=""} 0
chip_impl_metric{name="hpwl_reported_at_the_end_of_detailed_placement",unit="um"} 584000
chip_impl_metric{name="timing.max_slew.rel_slack",unit="%"} 20.9
chip_impl_info{name="unrepaired_setup_endpoints_after_global_routing",value="false"} 1
chip_impl_metric{name="final_period_minus_worst_setup_slack",unit="ns"} 8.94
chip_impl_metric{name="synth_warnings",unit=""} 1
chip_impl_metric{name="design.portCount",unit=""} 103
chip_impl_metric{name="crit_arrival",unit="ns"} 10.06
chip_impl_metric{name="clock_sinks",unit=""} 8260
chip_impl_info{name="hold_path.class",value="reg -> reg"} 1
chip_impl_metric{name="grt_first_pass_wirelength",unit="um"} 1340000
chip_impl_info{name="start_kind",value="input pin"} 1
chip_impl_metric{name="yosys-stat-cells",unit=""} 14300
chip_impl_metric{name="yosys.area_share.xor_xnor",unit="%"} 0.0666
chip_impl_info{name="result_of_the_run",value="finished clean"} 1
chip_impl_metric{name="place_inst",unit=""} 28400
chip_impl_metric{name="synth-compound-area-share",unit="%"} 2.93
chip_impl_metric{name="summed_instance_area_of_the_synthesized_netlist",unit="um^2"} 315000
chip_impl_metric{name="finClkSkew",unit="ns"} 0.0871
chip_impl_metric{name="max_frequency",unit="MHz"} 112
chip_impl_metric{name="min_delay_path_depth",unit=""} 1
chip_impl_info{name="topRoutingLayerUsed",value="met5"} 1
chip_impl_metric{name="setup_viol",unit=""} 0
chip_impl_metric{name="first_iter_violations",unit=""} 11800
chip_impl_info{name="tritoncts",value="yes"} 1
chip_impl_info{name="synthTopLogicFamily",value="multiplexers"} 1
chip_impl_metric{name="drv.max_cap_violation_count",unit=""} 0
chip_impl_metric{name="coreArea",unit="um^2"} 1050000
chip_impl_metric{name="die_height",unit="um"} 1030
chip_impl_metric{name="tns",unit="ns"} 0
chip_impl_metric{name="simple_gate_area_share",unit="%"} 1.99
chip_impl_metric{name="antenna_found_initial",unit=""} 79
chip_impl_metric{name="irDropWorstVdd",unit="mV"} 0.108
chip_impl_metric{name="m1WireLength",unit="um"} 268000
chip_impl_metric{name="hold-worst-slack",unit="ns"} 0.474
chip_impl_metric{name="final-hold-violation-count",unit=""} 0
chip_impl_metric{name="num_vias",unit=""} 156000
chip_impl_metric{name="die_area",unit="um^2"} 1060000
chip_impl_metric{name="crit_fanout",unit=""} 61
chip_impl_metric{name="layout-drive-gt1-share",unit="%"} 26.1
chip_impl_metric{name="synth-edff-count",unit=""} 8192
chip_impl_metric{name="drv_slew",unit=""} 0
chip_impl_metric{name="worst_skew_pair.late_latency",unit="ns"} 1.22
chip_impl_metric{name="worst-slew-pin-transition",unit="ns"} 1.19
chip_impl_metric{name="p_leak",unit="nW"} 112
chip_impl_metric{name="routedWlPerCell",unit="um"} 32.3
chip_impl_metric{name="io_buffers",unit=""} 76
chip_impl_metric{name="drt_wl_total",unit="um"} 972000
chip_impl_metric{name="ys.flops",unit=""} 8260
chip_impl_metric{name="clk_transition_reported_paths",unit="ns"} 0.06
chip_impl_metric{name="vias_in_the_first_global_route",unit=""} 168000
chip_impl_metric{name="syn2layout_area_growth",unit="%"} 15.5
chip_impl_metric{name="grt_use_total",unit="%"} 19.6
chip_impl_metric{name="stage_log_warnings",unit=""} 62
chip_impl_info{name="cts-root-buf",value="clkbuf_16"} 1
chip_impl_metric{name="timing.critical_path.required",unit="ns"} 18.02
chip_impl_metric{name="cts-root-to-sink-buffers",unit=""} 4
chip_impl_metric{name="p_per_area",unit="nW/um^2"} 116
chip_impl_metric{name="drc",unit=""} 0
chip_impl_metric{name="gp_congestion",unit=""} 0.941
chip_impl_metric{name="met3_wl_post_dr",unit="um"} 211000
chip_impl_metric{name="synth_cell_types",unit=""} 79
chip_impl_metric{name="final_util",unit="%"} 34.8
chip_impl_metric{name="r2r.worst_path.cells",unit=""} 11
chip_impl_info{name="synth_top_flop_cell",value="edfxtp_1"} 1
chip_impl_metric{name="fp-utilization",unit="%"} 30.1
chip_impl_metric{name="seq_area_frac_synth",unit="%"} 78.5
chip_impl_metric{name="count_of_buffers_added_by_post_cts_timing_repair_for_setup",unit=""} 0
==> power breakdown <==
group	internal (mW)	switching, mW	leakage, nW
clock	9.63	7.73	12.4
combinational	0.721	1.61	25.3
sequential	22.6	0.106	74.4
==> critical path, cell delays in order <==
cell and delay [ns]:
buf_16 0.26, buf_4 0.61, buf_4 0.72, buf_4 0.64
buf_12 0.40, buf_4 0.63, mux4_2 0.40, nand4_1 0.12
nand4_1 0.22, a211oi_1 0.56, nand3_1 0.46, nor4_2 0.84
buf_4 0.40, o22ai_1 0.12
==> layout by cell type, fill, tap and decap left out, drive strengths merged, types with 32 or more instances in the layout <==
master / synthesis / final
clkbuf: 320 / 1044
nor2: 455 / 455
clkinv: 1 / 387
nand4: 77 / 77
mux2i: 769 / 769
mux4: 1751 / 1751
nor4: 55 / 55
a31oi: 90 / 90
inv: 11 / 34
o21ai: 57 / 57
edfxtp: 8192 / 8192
o22a: 32 / 32
diode: 0 / 116
clkdlybuf4s50: 0 / 35
o22ai: 316 / 316
a21oi: 105 / 105
nand2: 492 / 492
bufinv: 0 / 42
a221oi: 136 / 136
a211oi: 43 / 43
dfstp: 35 / 35
buf: 515 / 907
dfrtp: 33 / 33
nand3: 142 / 142
a22oi: 234 / 234
a32oi: 87 / 87
and3: 52 / 52
==> synthesized netlist by cell type (14+ instances only) <==
| master | number | share of area [%] |
|---|---|---|
| buf_1 | 60 | 0.071 |
| nor2_1 | 454 | 0.54 |
| a22oi_1 | 234 | 0.56 |
| a311oi_1 | 14 | 0.039 |
| or4_1 | 21 | 0.050 |
| o22ai_1 | 316 | 0.63 |
| edfxtp_1 | 8192 | 78 |
| nor3_1 | 27 | 0.043 |
| nand4_1 | 77 | 0.15 |
| nand3_1 | 142 | 0.23 |
| buf_2 | 221 | 0.35 |
| a22o_1 | 29 | 0.081 |
| nor4_1 | 54 | 0.11 |
| nor2b_1 | 15 | 0.030 |
| and3_1 | 52 | 0.10 |
| a2111oi_0 | 17 | 0.047 |
| mux2i_1 | 769 | 2.4 |
| dfstp_2 | 35 | 0.29 |
| nand2_1 | 492 | 0.59 |
| clkbuf_1 | 320 | 0.38 |
| buf_6 | 98 | 0.35 |
| a21oi_1 | 105 | 0.17 |
| o22a_1 | 32 | 0.089 |
| buf_4 | 135 | 0.32 |
| a32o_1 | 14 | 0.044 |
| o21ai_0 | 56 | 0.089 |
| a221oi_1 | 136 | 0.38 |
| o221ai_1 | 23 | 0.064 |
| a31oi_1 | 90 | 0.18 |
| dfrtp_1 | 33 | 0.26 |
| mux4_2 | 1751 | 13 |
| a32oi_1 | 87 | 0.24 |
| a211oi_1 | 43 | 0.10 |
==> cells by family (layout without fill, tap and decap cells) <==
group | count (synthesis) | after routing
compound gates | 1278 | 1278
mux | 2529 | 2529
buf+inv | 847 | 2458
flops | 8260 | 8260
xor+xnor | 24 | 24
fa+ha+maj | 2 | 2
simple gates | 1396 | 1396
other cells | 1 | 117
==> worst paths after layout <==
kind                       slack [ns]      from           to
hold / removal                   0.47  state[1]     state[0]
hold reg to reg                  0.47  state[1]     state[0]
setup / recovery                 7.96  PADDR[3]   PRDATA[15]
min in group asynchronous        2.44   PRESETn   PRDATA[18]
setup reg to reg                12.04   dcnt[0]  mem3[55][4]
max in group asynchronous       13.82   PRESETn   PRDATA[13]
==> stage by stage <==
step | power (mW) | area [um^2]
floorplan | 24.1 | 315000
global placement | 25.4 | 339000
detailed placement | 25.4 | 339000
CTS | 42.6 | 364000
global route | 43.4 | 364000
finish | 42.4 | 364000
==> cell type report <==
type                       count  area, um^2
tap                        14000       17500
timing repair buffer         942        7730
inverter                      12        60.1
antenna                      116         290
multi-input combinational   5230       65600
fill                       95300      684000
clock inverter               460        4050
sequential                  8260      248000
clock buffer                1044       21500
==> state kept, by name (all words and copies together) (netlist names) <==
name	flops
PRDATA	32
mem3	2048
state	3
PREADY	1
mem1	2048
dcnt	32
mem2	2048
mem0	2048
==> metal layers <==
layer,vias to the layer above,track usage (%)
met3,2019,19.4
met2,12000,27.5
met5,-,4.59
met1,78800,18.2
li1,63000,-
met4,110,9.08
Power and IR drop assume default switching activity.
